==> design.v <==
`timescale 1ns / 1ps
module Ascii2Hex(
    input [7:0]in,
    output reg [3:0]out
    );
    always @ (*)
    begin
        case (in)
            8'h30:out=4'h0;
            8'h31:out=4'h1;
            8'h32:out=4'h2;
            8'h33:out=4'h3;
            8'h34:out=4'h4;
            8'h35:out=4'h5;
            8'h36:out=4'h6;
            8'h37:out=4'h7;
            8'h38:out=4'h8;
            8'h39:out=4'h9;
            8'h61:out=4'ha;
            8'h62:out=4'hb;
            8'h63:out=4'hc;
            8'h64:out=4'hd;
            8'h65:out=4'he;
            8'h66:out=4'hf;
            default:out=4'h0;
        endcase
    end
endmodule
`timescale 1ns / 1ps
module B_Data_Decode(
    input [31:0]R_Data,
    output [31:0]decode_data
    );
    parameter m=8'h6d;
    parameter r=8'h72;
    Ascii2Hex U0 (R_Data[15:8],decode_data[11:8]);
    Ascii2Hex U1 (R_Data[23:16],decode_data[7:4]);
    Ascii2Hex U2 (R_Data[31:24],decode_data[3:0]);
    assign decode_data[12] = (R_Data[7:0]==m)?1:0;
endmodule
`timescale 1ns / 1ps
module B_Data_Encode(
    input [31:0]d_in,
    output [63:0]d_out
    );
    Hex2Ascii U0 (d_in[31:28],d_out[7:0]);
    Hex2Ascii U1 (d_in[27:24],d_out[15:8]);
    Hex2Ascii U2 (d_in[23:20],d_out[23:16]);
    Hex2Ascii U3 (d_in[19:16],d_out[31:24]);
    Hex2Ascii U4 (d_in[15:12],d_out[39:32]);
    Hex2Ascii U5 (d_in[11:8],d_out[47:40]);
    Hex2Ascii U6 (d_in[7:4],d_out[55:48]);
    Hex2Ascii U7 (d_in[3:0],d_out[63:56]);
endmodule
`timescale 1ns / 1ps
module Bluetooth_Driver(
    input clk_cpu,clk_9600hz,rst,
    input [31:0]bluetooth_rdata,
    input RX,
    input [2:0]state,
    output [31:0]bluetooth_raddr,bluetooth_waddr,
    output [31:0]bluetooth_wdata,
    output reg bluetooth_we,
    output is_bluetooth,
    output TX,
    output Interrupt,
    output [2:0]mode
    );
    wire [31:0]Receive_Data;
    wire [63:0]Transmit_Data;
    wire [31:0]decode_data,encode_data;
    wire ready,ok;
    parameter Bluetooth_Handler = 3'b001;
    parameter Bluetooth_IO = 32'd118;
    parameter wait_cycles = 9999;
    parameter ok_cycles = 100;
    parameter II=3'b000;
    Bluetooth_ReceiveData BRD (clk_9600hz,rst,RX,ready,Receive_Data);
    B_Data_Decode BDD (Receive_Data,decode_data);
    Bluetooth_TransmitData BTD (clk_9600hz,rst,ok,Transmit_Data,TX);
    B_Data_Encode BDE (encode_data,Transmit_Data);
    reg flag_w_mem;
    reg [31:0]cnt;
    reg [31:0]data_buffer;
    assign encode_data = data_buffer;
    assign bluetooth_wdata = (bluetooth_we==1)?decode_data:0;
    assign bluetooth_waddr = (bluetooth_we==1)?Bluetooth_IO:0;
    reg flag_ok;
    reg [31:0]cnt_ok;
    assign ok = (cnt_ok == ok_cycles)?1:0;
    always @ (posedge clk_9600hz or posedge rst)
    begin
        if (rst)
        begin
            flag_ok<=0;
            cnt_ok<=0;
        end
        else
        begin
            if (flag_ok==0)
            begin
                if (ready)
                begin
                    flag_ok<=1;
                    cnt_ok<=cnt_ok+1;
                end
                else
                begin
                    flag_ok<=0;
                    cnt_ok<=0;
                end
            end
            else 
            begin
                if (cnt_ok<ok_cycles)
                begin
                    cnt_ok<=cnt_ok+1;
                end
                else
                begin
                    cnt_ok<=0;
                    flag_ok<=0;
                end
            end
        end
    end
    always @ (posedge clk_cpu or posedge rst)
    begin
        if (rst)
        begin
            flag_w_mem<=0;
            bluetooth_we<=0;
        end
        else 
        begin
            if (ready && state==II)
            begin
                if (flag_w_mem==0)
                begin
                    flag_w_mem<=1;
                    bluetooth_we<=1;
                end
                else
                begin
                    bluetooth_we=0;
                end
            end
            else
            begin
                flag_w_mem<=0;
                bluetooth_we<=0;
            end
        end
    end
    reg flag_cnt;
    always @ (posedge clk_cpu or posedge rst)
    begin
        if (rst)
        begin
            flag_cnt<=0;
            cnt<=0;
        end
        else 
        begin
            if (flag_cnt == 0)
            begin
                if (bluetooth_we)
                begin
                    flag_cnt<=1;
                    cnt<=cnt+1;
                end
                else
                begin
                    flag_cnt<=0;
                    cnt<=0;
                end
            end
            else
            begin
                if (cnt<wait_cycles)
                begin
                    cnt<=cnt+1;
                    flag_cnt<=1;
                end
                else
                begin
                    cnt<=0;
                    flag_cnt<=0;
                end
            end
        end
    end
    assign bluetooth_raddr = (cnt==wait_cycles)?32'd116:0;
    assign is_bluetooth = (cnt==wait_cycles)?1:0;
    assign Interrupt = (cnt == 5)?1:0;
    assign mode = (cnt==5)? Bluetooth_Handler:0;
    always @(posedge clk_cpu or posedge rst)
    begin
        if (rst)
        begin
            data_buffer<=0;
        end
        else 
        begin
            if (cnt==wait_cycles)
            begin
                data_buffer<=bluetooth_rdata;
            end
        end 
    end
endmodule
`timescale 1ns / 1ps
module Bluetooth_ReceiveData(
    input clk_9600hz,rst,
    input RX,
    output ready,
    output reg [31:0]R_Data
    );
    reg [31:0]data_buffer;
    reg [5:0]cnt;
    reg begin_receive;
    parameter LENTH=39;
    assign ready=(cnt==39)?1:0;
    always @ (posedge clk_9600hz or posedge rst)
    begin
        if (rst)
        begin
            cnt<=0;
            begin_receive<=0;
        end
        else
        begin
            if (begin_receive==0)
            begin
                if (RX==0)
                begin
                    begin_receive<=1;
                    cnt<=cnt+1;
                end
                else
                begin
                    begin_receive<=0;
                    cnt<=0;
                end
            end
            else
            begin
                if (cnt<LENTH)
                begin
                    if (cnt>=1 && cnt<=8)
                    begin
                        data_buffer[cnt-1]<=RX;
                    end
                    else if (cnt>=11 && cnt<=18)
                    begin
                        data_buffer[cnt-3]<=RX;
                    end
                    else if (cnt>=21 && cnt<=28)
                    begin
                        data_buffer[cnt-5]<=RX;
                    end
                    else if (cnt>=31 && cnt<=38)
                    begin
                        data_buffer[cnt-7]<=RX;
                    end
                    cnt=cnt+1;
                    begin_receive=1;
                end
                else
                begin
                    begin_receive<=0;
                    cnt<=0;
                end
            end
        end
    end
    always @ (posedge clk_9600hz or posedge rst)
    begin
        if (rst)
        begin
            R_Data<=0;
        end
        else
        begin
            if (cnt==LENTH)
            begin
                R_Data<=data_buffer;
            end
        end
    end
endmodule
`timescale 1ns / 1ps
module Bluetooth_TransmitData(
    input clk_9600hz,rst,ready,
    input [63:0]T_Data,
    output reg TX
    );
    reg [6:0]cnt;
    reg begin_transmit;
    parameter LENTH=79;
    always @ (posedge clk_9600hz or posedge rst)
    begin
        if (rst)
        begin
            begin_transmit<=0;
            cnt<=0;
            TX<=1;
        end
        else 
        begin
            if (begin_transmit==0)
            begin
                if (ready==1)
                begin
                    begin_transmit<=1;
                    cnt<=cnt+1;
                    TX<=0;
                end
                else 
                begin
                    begin_transmit<=0;
                    cnt<=0;
                    TX<=1;
                end
            end
            else 
            begin
                if (cnt<LENTH)
                begin
                    if (cnt>=1 && cnt<=8)
                    begin
                        TX=T_Data[cnt-1];
                    end
                    else if (cnt==9)
                    begin
                        TX=1;
                    end
                    else if (cnt==10)
                    begin
                        TX=0;
                    end
                    else if (cnt>=11 && cnt<=18)
                    begin
                        TX=T_Data[cnt-3];
                    end 
                    else if (cnt==19)
                    begin
                        TX=1;
                    end
                    else if (cnt==20)
                    begin
                        TX=0;
                    end
                    else if (cnt>=21 && cnt<=28)
                    begin
                        TX=T_Data[cnt-5];
                    end
                    else if (cnt==29)
                    begin
                        TX=1;
                    end
                    else if (cnt==30)
                    begin
                        TX=0;
                    end
                    else if (cnt>=31 && cnt<=38)
                    begin
                        TX=T_Data[cnt-7];
                    end
                    else if (cnt==39)
                    begin
                        TX=1;
                    end
                    else if (cnt==40)
                    begin
                        TX=0;
                    end
                    else if (cnt>=41 && cnt<=48)
                    begin
                        TX=T_Data[cnt-9];
                    end 
                    else if (cnt==49)
                    begin
                        TX=1;
                    end
                    else if (cnt==50)
                    begin
                        TX=0;
                    end
                    else if (cnt>=51 && cnt<=58)
                    begin
                        TX=T_Data[cnt-11];
                    end
                    else if (cnt==59)
                    begin
                        TX=1;
                    end
                    else if (cnt==60)
                    begin
                        TX=0;
                    end
                    else if (cnt>=61 && cnt<=68)
                    begin
                        TX=T_Data[cnt-13];
                    end
                    else if (cnt==69)
                    begin
                        TX=1;
                    end
                    else if (cnt==70)
                    begin
                        TX=0;
                    end
                    else if (cnt>=71 && cnt<=78)
                    begin
                        TX=T_Data[cnt-15];
                    end
                    begin_transmit=1;
                    cnt=cnt+1;
                end
                else
                begin
                    begin_transmit<=0;
                    cnt<=0;
                    TX<=1;
                end
            end
        end
    end
endmodule
`timescale 1ns / 1ps
module Hex2Ascii(
    input [3:0]in,
    output reg [7:0]out
    );
    always @ (*)
    begin
        case(in)
            4'h0:out=8'h30;
            4'h1:out=8'h31;
            4'h2:out=8'h32;
            4'h3:out=8'h33;
            4'h4:out=8'h34;
            4'h5:out=8'h35;
            4'h6:out=8'h36;
            4'h7:out=8'h37;
            4'h8:out=8'h38;
            4'h9:out=8'h39;
            4'ha:out=8'h61;
            4'hb:out=8'h62;
            4'hc:out=8'h63;
            4'hd:out=8'h64;
            4'he:out=8'h65;
            4'hf:out=8'h66;
            default:out=0;
        endcase
    end
endmodule
==> run.sh <==
#!/bin/bash
# OpenROAD 26Q1-2900-gdf79404cd8, Yosys 0.63+post, stock flow scripts
make -C /OpenROAD-flow-scripts/flow DESIGN_CONFIG=/design/flow/config.mk WORK_HOME=/design/flow/orfs finish
==> config.mk <==
export PLATFORM = sky130hd
export DESIGN_NAME = Bluetooth_Driver
export DESIGN_NICKNAME = Bluetooth_Driver
export VERILOG_FILES = /design/flow/design.v
export SDC_FILE = /design/flow/constraint.sdc
export NUM_CORES = 4
export LEC_CHECK = 1
export CORE_UTILIZATION = 40
==> constraint.sdc <==
current_design Bluetooth_Driver

set clk_period 10.8
set clk_io_pct 0.2

create_clock -name clk0 -period $clk_period [get_ports {clk_9600hz}]
create_clock -name clk1 -period $clk_period [get_ports {clk_cpu}]

set non_clock_inputs [all_inputs -no_clocks]
set_input_delay [expr $clk_period * $clk_io_pct] -clock clk0 $non_clock_inputs
set_output_delay [expr $clk_period * $clk_io_pct] -clock clk0 [all_outputs]
==> flow_summary.yaml <==
# implementation run metrics
global_route:
  antenna_found_initial: 1
  grt_use_total: 0.229
  grt_pass1_vias: 13689
  overflow: 0
  grt_max_degree: 74
  grt_pass1_wl_um: 74200
final_timing:
  rsz0062_at_grt: "no"
  finClkSkew_ns: 0.0127
  slew_headroom: 0.328
  setup_viol: 0
  worst_pin_slew_ns: 1.00
  drv_slew: 0
  finalHoldViolations: 0
  tns_ns: 0
pwr:
  p_leak_uw: 0.00731
  ir_drop_mv: 0.167
  power_density_nw_per_um2: 224
final_layout:
  final.fill_count: 3904
  logic_area_um2: 10600
  instances_no_fill: 2553
  layout-drive-gt1-share: 0.0849
  register_area_um2: 4670
  area_growth_pct: 9.29
logic_synthesis:
  ys.flops: 180
  edf_count: 32
  netlist_area_um2: 16300
  synth_warnings: 24
  syn_area_per_cell_um2: 8.12
  synthCells: 2007
  yosysSeqAreaShare: 0.286
  synthArstFlopShare: 0.822
  synthFlopType: "dfrtp_1"
  synth_cell_type_count: 103
  yosys_area_um2: 16300
  yosys_cells: 2007
worst_setup_path:
  cp_slowest_cell: "dfrtp_1"
  worstPathArrival_ns: 5.97
  critPathBufInv: 1
  crit_path_max_incr_delay_ns: 0.83
  r2r-start: "BRD.cnt[0]"
  crit_required_ns: 10.97
  cp_top_family: "simple AND/OR/NAND/NOR gates"
  cp_max_fo: 25
  crit_path_end_kind: "flip-flop"
  path_cells: "ha_1 > nand4b_1 > a21oi_1 > nor2_1 > or3_1 > inv_1 > ha_1 > nor4_1 > nand3b_1 > a221oi_1 > nand3_1 > nor3_1 > nand2_1 > mux2i_1 > o221ai_1 > o32a_1"
  startpoint_type: "flip-flop"
  critical_path_class: "flip-flop to flip-flop"
  crit_top_cell: "ha_1"
  crit_path_start: "BRD.cnt[0]"
detailed_routing:
  first_pass_iters: 5
  drt_iter0_markers: 1233
  wl_per_cell_um: 17.7
  antenna_left: 0
  drt-total-wl_um: 45300
  via_per_inst: 5.79
  num_vias: 14774
  drc: 0
floorplan:
  die_w_um: 204
  die_area_um2: 41600
  io_pins: 142
  rows: 73
  die_height_um: 204
  core_area_um2: 40000
  floorplan.core_util: 0.408
min_path:
  hp-start: "flag_w_mem"
  hold_class: "flip-flop to flip-flop"
flow_run:
  warnings: 49
  max_cap_viol_count: 0
cts:
  ctsResizeCount: 0
  cts_hold_buf: 0
  clock-sinks: 180
  clk_pin_slew_worst_paths_ns: 0.06
  cts_tree: "built"
  postCtsSetupRepairBufs: 0
placement:
  place_congestion: 1.01
  dp.cells: 2504
  dp_hpwl_um: 31900
  portBuffers: 64
status:
  status: "completed"
flip-flops by register name, summed over array words and instances, names as in the netlist:
signal	flops
data_buffer	32
bluetooth_we	1
BTD.cnt	7
BTD.begin_transmit	1
BRD.begin_receive	1
BRD.cnt	6
BRD.R_Data	32
BTD.TX	1
flag_ok	1
cnt_ok	32
flag_cnt	1
cnt	32
BRD.data_buffer	32
flag_w_mem	1
worst register-to-register path, cell delays in order, from the launching register on:
cell,delay (ns)
dfrtp_1,0.83
ha_1,0.67
nand4b_1,0.17
a21oi_1,0.40
nor2_1,0.10
or3_1,0.37
inv_1,0.08
ha_1,0.28
nor4_1,0.32
nand3b_1,0.11
a221oi_1,0.38
nand3_1,0.38
nor3_1,0.80
nand2_1,0.14
mux2i_1,0.18
o221ai_1,0.13
o32a_1,0.21
layout by cell type (no fill, tap or decap), drive strengths merged, types with 24 or more instances in the layout:
cell type	n
o211ai	25
dfrtp	147
nand4	24
a21oi	104
xor2	48
nand2	267
nor3	68
and3	25
edfxtp	32
nor2b	24
mux2	26
clkdlybuf4s50	63
nor2	196
conb	76
mux2i	67
buf	30
xnor2	54
ha	63
nand3	70
o21ai	102
inv	63
nor4	24
clkbuf	33
per-layer routing:
layer  vias up  part of all wire  global-route usage
li1       7126                 -                   -
met1      7067              0.45               0.346
met2       496              0.45               0.344
met3        85             0.066              0.0427
met4         0             0.029              0.0585
met5         -                 0                   0
logic make-up after synthesis:
group | share of synthesized area
other | 0.000230
AND-OR/OR-AND | 0.186
adder cells (fa/ha/maj) | 0.0483
buffers and inverters | 0.0846
flip-flops | 0.286
AND/OR/NAND/NOR | 0.270
multiplexers | 0.0674
XOR/XNOR | 0.0571
power breakdown:
group,switching [uW],leakage [uW],internal (uW)
logic,1370,0.00462,764
registers,152,0.00227,871
clock network,319,0.000420,512
cell usage after synthesis, types with 9 or more instances:
cell	number	area, um2
nand2_1	267	1000
nor2_1	195	732
dfrtp_1	147	3680
a21oi_1	102	510
o21ai_0	95	475
buf_4	91	683
nand3_1	70	350
mux2i_1	67	671
clkbuf_1	66	248
ha_1	63	788
nor3_1	59	295
inv_1	58	218
xnor2_1	51	447
xor2_1	46	403
edfxtp_1	32	961
buf_2	29	145
mux2_2	26	293
and3_1	25	156
nor2b_1	24	150
nor4_1	24	150
nand2b_1	23	144
nand4_1	23	144
o211ai_1	23	173
and2_1	21	131
or3_1	20	125
o221ai_1	19	166
a211oi_1	17	128
or2_2	13	81.3
o22ai_1	12	75.1
nor3b_1	11	82.6
nor4b_1	11	96.3
nor4bb_1	11	110
o31ai_1	11	82.6
a311oi_1	10	87.6
a31oi_1	10	62.6
nand3b_1	10	75.1
nand4b_1	10	87.6
o21a_1	10	75.1
a211o_1	9	78.8
a32oi_1	9	78.8
o22a_1	9	78.8
worst paths after layout:
check,end,slack (ns),depth (start not counted)
min,bluetooth_we,0.40,1
max reg2reg,BRD.data_buffer[10],5.00,16
max in group clk1,bluetooth_we,7.65,6
min in group asynchronous,cnt[26],2.23,2
min reg2reg,bluetooth_we,0.40,1
max,BRD.data_buffer[10],5.00,16
max in group asynchronous,data_buffer[14],7.51,3
min in group clk0,BRD.R_Data[1],0.47,2
final cells by class:
type	instances	area share
sequential	180	0.262
antenna	1	0.000140
clock buffer	33	0.0397
clock inverter	15	0.00807
multi-input combinational	1645	0.592
timing repair buffer	93	0.0479
tap	525	0.0369
inverter	61	0.0131
per-stage QoR:
stage          instance area (um2)  power (uW)  hold WS (ns)  setup WS, ns  utilization
2_1_floorplan                16600        2600         0.378          3.89            -
3_3_place_gp                 17000        3110         0.384          5.37        0.424
3_5_place_dp                 17000        3120         0.393          5.14        0.424
4_1_cts                      17800        3980         0.402          5.13        0.445
5_1_grt                      17800        4270         0.425          4.56        0.445
6_report                     17800        3990         0.400          5.00        0.445
Power and IR drop assume default switching activity.
